==> ./design.v <==
module Altera_UP_I2C_LCM_Auto_Initialize (
	clk,
	reset,
	clear_error,
	ack,
	transfer_complete,
	data_out,
	data_size,
	transfer_data,
	send_start_bit,
	send_stop_bit,
	auto_init_complete,
	auto_init_error
);
	parameter LCM_INPUT_FORMAT_UB			= 8'h00;
	parameter LCM_INPUT_FORMAT_LB			= 8'h01;
	parameter LCM_POWER						= 8'h3F;
	parameter LCM_DIRECTION_AND_PHASE		= 8'h17;
	parameter LCM_HORIZONTAL_START_POSITION	= 8'h18;
	parameter LCM_VERTICAL_START_POSITION	= 8'h08;
	parameter LCM_ENB_NEGATIVE_POSITION		= 8'h00;
	parameter LCM_GAIN_OF_CONTRAST			= 8'h20;
	parameter LCM_R_GAIN_OF_SUB_CONTRAST	= 8'h20;
	parameter LCM_B_GAIN_OF_SUB_CONTRAST	= 8'h20;
	parameter LCM_OFFSET_OF_BRIGHTNESS		= 8'h10;
	parameter LCM_VCOM_HIGH_LEVEL			= 8'h3F;
	parameter LCM_VCOM_LOW_LEVEL			= 8'h3F;
	parameter LCM_PCD_HIGH_LEVEL			= 8'h2F;
	parameter LCM_PCD_LOW_LEVEL				= 8'h2F;
	parameter LCM_GAMMA_CORRECTION_0		= 8'h98;
	parameter LCM_GAMMA_CORRECTION_1		= 8'h9A;
	parameter LCM_GAMMA_CORRECTION_2		= 8'hA9;
	parameter LCM_GAMMA_CORRECTION_3		= 8'h99;
	parameter LCM_GAMMA_CORRECTION_4		= 8'h08;
	input clk;
	input reset;
	input clear_error;
	input ack;
	input transfer_complete;
	output reg [7:0] data_out;
	output reg [2:0] data_size;
	output reg transfer_data;
	output reg send_start_bit;
	output reg send_stop_bit;
	output auto_init_complete;
	output reg auto_init_error;
	localparam	AUTO_STATE_0_CHECK_STATUS		= 3'h0,
				AUTO_STATE_1_SEND_START_BIT		= 3'h1,
				AUTO_STATE_2_TRANSFER_BYTE_0	= 3'h2,
				AUTO_STATE_3_TRANSFER_BYTE_1	= 3'h3,
				AUTO_STATE_4_WAIT				= 3'h4,
				AUTO_STATE_5_SEND_STOP_BIT		= 3'h5,
				AUTO_STATE_6_INCREASE_COUNTER	= 3'h6,
				AUTO_STATE_7_DONE				= 3'h7;
	localparam	MIN_ROM_ADDRESS	= 5'h00;
	localparam	MAX_ROM_ADDRESS	= 5'h14;
	wire change_state;
	wire finished_auto_init;
	reg [4:0] rom_address_counter;
	reg [13:0] rom_data;
	reg [2:0] ns_i2c_auto_init;
	reg [2:0] s_i2c_auto_init;
	always @(posedge clk)
	begin
		if (reset == 1'b1)
			s_i2c_auto_init <= AUTO_STATE_0_CHECK_STATUS;
		else
			s_i2c_auto_init <= ns_i2c_auto_init;
	end  
	always @(*)
	begin
		ns_i2c_auto_init = AUTO_STATE_0_CHECK_STATUS;
		case (s_i2c_auto_init)
		AUTO_STATE_0_CHECK_STATUS:
			begin
				if (finished_auto_init == 1'b1)
					ns_i2c_auto_init = AUTO_STATE_7_DONE;
				else
					ns_i2c_auto_init = AUTO_STATE_1_SEND_START_BIT;
			end  
		AUTO_STATE_1_SEND_START_BIT:
			begin
				if (transfer_complete == 1'b1)
					ns_i2c_auto_init = AUTO_STATE_2_TRANSFER_BYTE_0;
				else
					ns_i2c_auto_init = AUTO_STATE_1_SEND_START_BIT;
			end  
		AUTO_STATE_2_TRANSFER_BYTE_0:
			begin
				if (change_state == 1'b1)
					ns_i2c_auto_init = AUTO_STATE_3_TRANSFER_BYTE_1;
				else
					ns_i2c_auto_init = AUTO_STATE_2_TRANSFER_BYTE_0;
			end  
		AUTO_STATE_3_TRANSFER_BYTE_1:
			begin
				if (change_state == 1'b1)
					ns_i2c_auto_init = AUTO_STATE_4_WAIT;
				else
					ns_i2c_auto_init = AUTO_STATE_3_TRANSFER_BYTE_1;
			end  
		AUTO_STATE_4_WAIT:
			begin
				if (transfer_complete == 1'b0)
					ns_i2c_auto_init = AUTO_STATE_5_SEND_STOP_BIT;
				else
					ns_i2c_auto_init = AUTO_STATE_4_WAIT;
			end  
		AUTO_STATE_5_SEND_STOP_BIT:
			begin
				if (transfer_complete == 1'b1)
					ns_i2c_auto_init = AUTO_STATE_6_INCREASE_COUNTER;
				else
					ns_i2c_auto_init = AUTO_STATE_5_SEND_STOP_BIT;
			end  
		AUTO_STATE_6_INCREASE_COUNTER:
			begin
				ns_i2c_auto_init = AUTO_STATE_0_CHECK_STATUS;
			end  
		AUTO_STATE_7_DONE:
			begin
				ns_i2c_auto_init = AUTO_STATE_7_DONE;
			end  
		default:
			begin
				ns_i2c_auto_init = AUTO_STATE_0_CHECK_STATUS;
			end  
		endcase  
	end  
	always @(posedge clk)
	begin
		if (reset == 1'b1)
			data_out <= 8'h00;
		else if (s_i2c_auto_init == AUTO_STATE_1_SEND_START_BIT)
			data_out <= {1'b0, rom_data[13: 8], 1'b0};
		else if (s_i2c_auto_init == AUTO_STATE_3_TRANSFER_BYTE_1)
			data_out <= rom_data[ 7: 0];
	end  
	always @(posedge clk)
	begin
		if (reset == 1'b1)
			data_size <= 3'h0;
		else if (s_i2c_auto_init == AUTO_STATE_1_SEND_START_BIT)
			data_size <= 3'h6;
		else if (s_i2c_auto_init == AUTO_STATE_3_TRANSFER_BYTE_1)
			data_size <= 3'h7;
	end  
	always @(posedge clk)
	begin
		if (reset == 1'b1) 
			transfer_data <= 1'b0;
		else if (transfer_complete == 1'b1)
			transfer_data <= 1'b0;
		else if (s_i2c_auto_init == AUTO_STATE_2_TRANSFER_BYTE_0)
			transfer_data <= 1'b1;
		else if (s_i2c_auto_init == AUTO_STATE_3_TRANSFER_BYTE_1)
			transfer_data <= 1'b1;
	end  
	always @(posedge clk)
	begin
		if (reset == 1'b1)
			send_start_bit <= 1'b0;
		else if (transfer_complete == 1'b1)
			send_start_bit <= 1'b0;
		else if (s_i2c_auto_init == AUTO_STATE_1_SEND_START_BIT)
			send_start_bit <= 1'b1;
	end  
	always @(posedge clk)
	begin
		if (reset == 1'b1)
			send_stop_bit <= 1'b0;
		else if (transfer_complete == 1'b1)
			send_stop_bit <= 1'b0;
		else if (s_i2c_auto_init == AUTO_STATE_5_SEND_STOP_BIT)
			send_stop_bit <= 1'b1;
	end  
	always @(posedge clk)
	begin
		if (reset == 1'b1)
			auto_init_error <= 1'b0;
		else if (clear_error == 1'b1)
			auto_init_error <= 1'b0;
		else if ((s_i2c_auto_init == AUTO_STATE_6_INCREASE_COUNTER) & ack)
			auto_init_error <= 1'b1;
	end  
	always @(posedge clk)
	begin
		if (reset == 1'b1)
			rom_address_counter <= MIN_ROM_ADDRESS;
		else if (s_i2c_auto_init == AUTO_STATE_6_INCREASE_COUNTER)
			rom_address_counter <= rom_address_counter + 5'h01;
	end  
	assign auto_init_complete = (s_i2c_auto_init == AUTO_STATE_7_DONE);
	assign change_state	= transfer_complete & transfer_data;
	assign finished_auto_init = (rom_address_counter == MAX_ROM_ADDRESS);
	always @(*)
	begin
		case (rom_address_counter)
		0		: rom_data <= {6'h02, LCM_INPUT_FORMAT_UB};
		1		: rom_data <= {6'h03, LCM_INPUT_FORMAT_LB};
		2		: rom_data <= {6'h04, LCM_POWER};
		3		: rom_data <= {6'h05, LCM_DIRECTION_AND_PHASE};
		4		: rom_data <= {6'h06, LCM_HORIZONTAL_START_POSITION};
		5		: rom_data <= {6'h07, LCM_VERTICAL_START_POSITION};
		6		: rom_data <= {6'h08, LCM_ENB_NEGATIVE_POSITION};
		7		: rom_data <= {6'h09, LCM_GAIN_OF_CONTRAST};
		8		: rom_data <= {6'h0A, LCM_R_GAIN_OF_SUB_CONTRAST};
		9		: rom_data <= {6'h0B, LCM_B_GAIN_OF_SUB_CONTRAST};
		10		: rom_data <= {6'h0C, LCM_OFFSET_OF_BRIGHTNESS};
		11		: rom_data <= {6'h10, LCM_VCOM_HIGH_LEVEL};
		12		: rom_data <= {6'h11, LCM_VCOM_LOW_LEVEL};
		13		: rom_data <= {6'h12, LCM_PCD_HIGH_LEVEL};
		14		: rom_data <= {6'h13, LCM_PCD_LOW_LEVEL};
		15		: rom_data <= {6'h14, LCM_GAMMA_CORRECTION_0};
		16		: rom_data <= {6'h15, LCM_GAMMA_CORRECTION_1};
		17		: rom_data <= {6'h16, LCM_GAMMA_CORRECTION_2};
		18		: rom_data <= {6'h17, LCM_GAMMA_CORRECTION_3};
		19		: rom_data <= {6'h18, LCM_GAMMA_CORRECTION_4};
		default	: rom_data <= 14'h0000;
		endcase  
	end  
endmodule
==> ./run.sh <==
#!/bin/bash
# OpenROAD 26Q1-2900-gdf79404cd8, Yosys 0.63+post, stock flow scripts
make -C /OpenROAD-flow-scripts/flow DESIGN_CONFIG=/design/flow/config.mk WORK_HOME=/design/flow/orfs finish
==> ./config.mk <==
export PLATFORM = sky130hd
export DESIGN_NAME = Altera_UP_I2C_LCM_Auto_Initialize
export DESIGN_NICKNAME = Altera_UP_I2C_LCM_Auto_Initialize
export VERILOG_FILES = /design/flow/design.v
export SDC_FILE = /design/flow/constraint.sdc
export NUM_CORES = 4
export LEC_CHECK = 1
export CORE_AREA = 10 10 100 100
export DIE_AREA = 0 0 110 110
==> ./constraint.sdc <==
current_design Altera_UP_I2C_LCM_Auto_Initialize

set clk_period 3.1
set clk_io_pct 0.2

create_clock -name clk0 -period $clk_period [get_ports {clk}]

set non_clock_inputs [all_inputs -no_clocks]
set_input_delay [expr $clk_period * $clk_io_pct] -clock clk0 $non_clock_inputs
set_output_delay [expr $clk_period * $clk_io_pct] -clock clk0 [all_outputs]
==> Slide: Implementation Results <==
Flow Results at a Glance

Outcome
  • Status: complete, no violations

Synth
  • Synth Area in XOR/XNOR: 0.514%
  • Mux cell area share: 8.74%
  • Cells after Synth: 184
  • # Cells Yosys: 184
  • Simple share: 19.4%
  • Post-Syn Area per Cell: 9.25 um2
  • Mapped Area: 1700 um2
  • Yosys aoi share: 13.3%
  • Largest logic family: simple AND/OR/NAND/NOR gates
  • Ys flops: 38
  • Post-synth EDFFs: 0
  • Yosys Chip Area: 1700 um2
  • Sequential area share after synthesis: 44.7%
  • Ys async rst share: 0%
  • Netlist cell types: 45
  • Synth Warn #: 1
  • Yosys adder share: 7.35%
  • Main flop type: dfxtp_1

Setup path
  • Worst path slowest cell: clkdlybuf4s50_1
  • Worst Path Buf+Inv: 2
  • Setup crit end kind: flip-flop
  • Critical Path RT: 3310 ps
  • Top Family by Delay on Critical Path: buffers and inverters
  • R2r startpoint: rom_address_counter[0]
  • Worst-path fanout max: 15
  • Worst r2r dst: rom_data[5]
  • Critical path endpoint: rom_data[10]
  • Reg2Reg Depth: 7
  • Flop-to-flop setup slack: 1020 ps
  • CP max stage delay: 780 ps
  • Crit path arrival time: 2590 ps
  • Startpoint types: input pin
  • Critical Path Stages: 7
  • Critical path class: in -> reg
  • Critical Path, Cell by Cell: clkdlybuf4s50_1 -> nor2b_1 -> mux2_4 -> inv_2 -> ha_1 -> a21oi_1 -> o2bb2ai_1
  • Crit path from: reset

Global routing
  • First-pass GRT wire length: 5.87 mm
  • Vias in the first global route: 1190
  • Largest net degree at the start of global routing: 18
  • Initial antenna violation count: 0
  • Gr ovfl total: 0
  • Tot GR Track Use: 5.79%

Placement
  • RePlAce Congestion: 0.871
  • Dpl hpwl: 2.54 mm
  • Placed Area: 1980 um2
  • Place WS: 415 ps
  • I/O Buffers: 19

STA
  • Slew @ Worst Pin: 574 ps
  • Setup TNS: 0 ps
  • Max-slew headroom at the worst pin: 61.7%
  • Final hold vios: 0
  • RSZ-0062 raised after global routing: false
  • Fin crit share: 76.8%
  • Finish-stage setup viols: 0
  • Final Max Slew Viols: 0
  • Final WS setup: 718 ps
  • Min Tclk post-route: 2380 ps
  • Clock Skew: 9.26 ps
  • FMAX: 0.420 GHz

Clocking
  • CTS Hold Bufs: 0
  • CTS H-Tree Depth: 2
  • Number of setup buffers added after CTS: 0
  • Clk buf depth: 2
  • Clk pin slew, worst setup/hold paths: 70 ps
  • CTS tree: yes
  • CTS buffer count: 5
  • Late-Pin Clk Latency: 280 ps
  • Resize count post-CTS: 0
  • CTS Sinks: 38
  • Root Buffer: clkbuf_8

Layout
  • Top cell excl fill/tap: dfxtp_1
  • Top cells excl fill/tap: dfxtp_1, nor2_1, clkdlybuf4s50_1
  • Synth-to-Final Area Change: 21.5%
  • Layout cell share with drive strength beyond 1: 11.3%
  • Flop area: 761 um2
  • Post-route cell area: 2070 um2
  • Combinational gate area: 843 um2
  • Layout Utilization: 26.5%
  • Total of fill cells in the finished design: 824

Die
  • Init Core Util: 21.8%
  • Die Size: 12100 um2
  • Cell Rows: 32
  • Die width: 110 um
  • Top-Level Pins: 21
  • Core area: 7810 um2
  • Die Y: 110 um

Power
  • Reg power frac: 58.6%
  • Sw frac: 21.6%
  • Logic gate share of total power: 3.5%
  • Power share of the clock group: 37.8%
  • Pint: 669 uW
  • Switching pwr: 184 uW
  • Power Density: 412 nW/um2
  • Leakage power: 0.795 nW
  • Overall power: 853 uW
  • VDD IR-drop max: 0.000134 V

Route
  • Starting DRT DRC Count: 85
  • Antenna cells: 0
  • Mean routed wirelength per cell: 11.2 um
  • Final wirelength: 3.41 mm
  • Antenna Nets Post-Route: 0
  • Residual DRC count: 0
  • Detailed Routing Iterations Pass 1: 4
  • Via density: 4.16
  • DR vias: 1269

Min path
  • Worst hold path class: reg -> reg

Run
  • Tool warnings: 31
  • Maxcap violations: 0
==> sequential cells by signal (all words and copies together), names as in the netlist <==
| name | cells |
|---|---|
| rom_address_counter | 5 |
| send_stop_bit | 1 |
| transfer_data | 1 |
| data_size | 2 |
| s_i2c_auto_init | 8 |
| auto_init_error | 1 |
| data_out | 7 |
| rom_data | 12 |
| send_start_bit | 1 |
==> cell usage after synthesis (all sizes together) (2+ instances only) <==
library cell   n  area [um2]
dfxtp         38         761
nor2          27         111
nand2         15        58.8
a21oi         12        60.1
mux2i         11         123
ha            10         125
inv            9        38.8
o21ai          9        48.8
buf            8        48.8
nor3           8        51.3
nand3          4        20.0
nor2b          4        25.0
clkbuf         3        11.3
o21a           3        22.5
mux2           2        26.3
nand4          2        18.8
o211ai         2        15.0
o221ai         2        17.5
o2bb2ai        2        17.5
==> worst min path at each step <==
stage | startpoint | to | slack, ps | depth (start not counted)
4_1_cts | s_i2c_auto_init[1] | s_i2c_auto_init[5] | 470 | 1
6_report | s_i2c_auto_init[1] | s_i2c_auto_init[5] | 460 | 1
5_1_grt | s_i2c_auto_init[1] | s_i2c_auto_init[5] | 500 | 1
==> cells by family (layout without fill, tap and decap cells) <==
family          after synthesis  after routing
buf+inv                      20             39
other cells                   1              1
flops                        38             38
fa+ha+maj                    10             10
compound gates               35             35
mux                          13             13
xor+xnor                      1              1
simple gates                 66             66
==> cell type report <==
type	count	area share (%)
timing repair buffer	22	10.3
clock buffer	6	3.51
inverter	9	1.87
clock inverter	2	0.665
tap	102	6.17
sequential	38	36.8
multi-input combinational	126	40.7
==> metrics by stage <==
step | hold slack, ps | std cells
floorplan | 418 | 184
global placement | 445 | 297
detailed placement | 445 | 297
CTS | 465 | 305
global route | 498 | 305
finish | 462 | 305
==> power by group through the flow <==
stage | Combinational, mW | Clock, mW | Sequential (mW)
4_1_cts | 0.0310 | 0.338 | 0.500
5_1_grt | 0.0340 | 0.366 | 0.502
6_report | 0.0300 | 0.323 | 0.500
==> per-layer routing <==
layer	track usage [%]	vias to the layer above	part of all wire [%]
met3	1.06	6	5.3
met1	8.26	580	49
met5	0	-	0
li1	-	664	-
met4	1.02	0	2.3
met2	9.10	19	44
Power figures rest on the tool's default switching activity, not on a simulated workload.
